==> ./design.v <==
module Madison_Galloway_Project5(R,Y,G,clk,reset,start);
	input clk,reset,start;
	output R,Y,G;
	reg R,Y,G;
	reg [3:0] pres_state, next_state;	
	parameter st0 = 4'b0000, st1 = 4'b0001, st2 = 4'b0010, st3 = 4'b0011, st4 =4'b0100, st5 = 4'b0101, st6 = 4'b0110,st7 = 4'b0111, st8 = 4'b1000, st9 = 4'b1001;
	always @(posedge clk or posedge reset)
	begin: statereg
		if(reset)
			begin
			pres_state <= st0;
			end
		else if(start == 1)
			begin
			pres_state <= next_state;
			end
	end 
	always @(pres_state)
	begin: fsm
	if (pres_state == st0)
		begin
		next_state <= st1;
		end
	if (pres_state == st1)
		begin
		next_state <= st2;
		end
	if (pres_state == st2)
		begin
		next_state <= st3;
		end
	if (pres_state == st3)
		begin
		next_state <= st4;
		end
	if (pres_state == st4)
		begin
		next_state <= st5;
		end
	if (pres_state == st5)
		begin
		next_state <= st6;
		end
	if (pres_state == st6)
		begin
		next_state <= st7;
		end
	if (pres_state == st7)
		begin
		next_state <= st8;
		end
	if (pres_state == st8)
		begin
		next_state <= st9;
		end
	if (pres_state == st9)
		begin
		next_state <= st0;
		end
	end
	always @(pres_state)
	begin: outputs
	if (pres_state == st0)
		begin
			R <= 1'b1;
			Y <= 1'b0;
			G <= 1'b0;
		end
	if (pres_state == st1)
		begin
			R <= 1'b1;
			Y <= 1'b0;
			G <= 1'b0;
		end
	if (pres_state == st2)
		begin
			R <= 1'b1;
			Y <= 1'b0;
			G <= 1'b0;
		end
	if (pres_state == st3)
		begin
			R <= 1'b1;
			Y <= 1'b0;
			G <= 1'b0;
		end
	if (pres_state == st4)
		begin
			R <= 1'b0;
			Y <= 1'b1;
			G <= 1'b0;
		end
	if (pres_state == st5)
		begin
			R <= 1'b0;
			Y <= 1'b1;
			G <= 1'b0;
		end
	if (pres_state == st6)
		begin
			R <= 1'b0;
			Y <= 1'b1;
			G <= 1'b0;
		end
	if (pres_state == st7)
		begin
			R <= 1'b0;
			Y <= 1'b0;
			G <= 1'b1;
		end
	if (pres_state == st8)
		begin
			R <= 1'b0;
			Y <= 1'b0;
			G <= 1'b1;
		end
	if (pres_state == st9)
		begin
			R <= 1'b0;
			Y <= 1'b0;
			G <= 1'b1;
		end
	end
endmodule
==> ./run.sh <==
#!/bin/bash
# OpenROAD 26Q1-2900-gdf79404cd8, Yosys 0.63+post, stock flow scripts
make -C /OpenROAD-flow-scripts/flow DESIGN_CONFIG=/design/flow/config.mk WORK_HOME=/design/flow/orfs finish
==> ./config.mk <==
export PLATFORM = sky130hd
export DESIGN_NAME = Madison_Galloway_Project5
export DESIGN_NICKNAME = Madison_Galloway_Project5
export VERILOG_FILES = /design/flow/design.v
export SDC_FILE = /design/flow/constraint.sdc
export NUM_CORES = 4
export LEC_CHECK = 1
export CORE_AREA = 10 10 70 70
export DIE_AREA = 0 0 80 80
==> ./constraint.sdc <==
current_design Madison_Galloway_Project5

set clk_period 1.6
set clk_io_pct 0.2

create_clock -name clk0 -period $clk_period [get_ports {clk}]

set non_clock_inputs [all_inputs -no_clocks]
set_input_delay [expr $clk_period * $clk_io_pct] -clock clk0 $non_clock_inputs
set_output_delay [expr $clk_period * $clk_io_pct] -clock clk0 [all_outputs]
==> flow_summary.ini <==
; synthesis and place-and-route metrics
[clock_tree]
post_cts_buffers = 0
clk_pin_slew_ns = 0.04
cts_resized = 0
root_buffer = clkbuf_4
ctsLongestPathBuffers = 2
htreeDepth = 1
clkLatencyLatePin_ns = 0.23
cts_tree = done
cts_buffers = 3
hold_buffers = 0

[drt]
drtIter0Drc = 3
diodes = 0
via_count = 230
drc = 0
ant_nets = 0
wl_um = 589
wl_per_cell_um = 7.01
avgViaCountPerCell = 2.74
dr.pass1.iters = 4

[setup_path]
critPathKind = input pin to flop
cp-end-kind = flop
crit_arrival_ns = 1.22
start_kind = input pin
slowest_delay_ns = 0.55
cp_top_family = buffers and inverters
cp_slowest_cell = clkdlybuf4s50_1
cp_max_fo = 4
worstPathCellList = clkdlybuf4s50_1 -> mux2_1
critPathBufInv = 1
required_ns = 1.70
r2r_slack_ns = 0.72

[yosys]
syn_inst = 30
ys_cells = 30
ys_area_um2 = 344
yosys_most_used_dff = dlxtn_1
async_flop_share_pct = 36.4
edf_count = 0
synthesis.area_um2 = 344
syn_avg_cell_area_um2 = 11.5
synth_cell_types = 16
ys_seq_elements = 11
synthTopCellsByCount = 7 x dlxtn_1, 4 x dfrtp_1, 4 x mux2_1, 2 x nand2_1, 2 x nand2b_1
yosys_warnings = 1
top_area_share_pct = 30.5
area_leaders = dlxtn_1 31%, dfrtp_1 29%, mux2_1 13%
largest_area_cell = dlxtn_1
yosysMostFrequentCell = dlxtn_1

[run]
maxCapViolCount = 0
warnings = 25

[placement]
io_buffers = 5
place_congestion = 0.716
hpwl_um = 473

[final_timing]
setup_viol = 0
untimed_endpoints = 10
final_max_slew_viol_count = 0
finClkSkew_ns = 0
finalClockPeriodUsage_pct = 69.9
tightest_slew_ns = 0.222
setup_tns_ns = 0
hold_viol = 0
min_period_ns = 1.12
rsz0062_at_grt = no
maxSlewHeadroom_pct = 85.2
fmax_mhz = 895
unclocked_regs = 7

[floorplanning]
row_count = 21
design.core.area_um2 = 3420
die_h_um = 80
die_area_um2 = 6400
fp.dieW_um = 80
ios = 6
fp-utilization_pct = 10.1

[power]
cellLeakagePower_uw = 0.000203
p_total_uw = 268
powerDensity_nw_per_um2 = 566
irDropWorstVdd_mv = 0.423

[hold_path]
hold_path_class = input pin to asynchronous set/reset pin

[global_routing]
grt_pass1_vias = 243
antenna_found_initial = 0
grt_max_degree = 9
grtUsageTotal_pct = 1.86
grt.overflow.total = 0
grt_pass1_wl_um = 1010

[layout]
nFillCells = 398
drive_gt1_share_pct = 7.89
areaGrowthSynthToFinish_pct = 37.8

[run_status]
outcome = finished, final reports clean
## area by class of cell
class,instances,area (um^2),area share [%]
sequential,11,205,43.3
multi-input combinational,18,135,28.5
tap,46,57.6,12.1
timing repair buffer,5,50.0,10.6
clock buffer,3,22.5,4.75
inverter,1,3.75,0.792
## kinds of logic (layout without fill, tap and decap cells)
family	Yosys count	count (layout)	share of synthesized area, %
buffers and inverters	1	9	1.09
and+or+nand+nor	9	9	15.6
DFF	4	4	29.1
AOI/OAI and AO/OA	3	3	5.09
latches	7	7	30.5
muxes	5	5	16.0
xor gates and xnor gates	1	1	2.55
## report_power, final
group          switching, uW  leakage (uW)  total (uW)  internal, uW
sequential              8.07      0.000105         120           112
clock                   36.6     0.0000138         120          83.6
combinational           11.4     0.0000846        27.7          16.2
total                   56.2      0.000203         268           212
## routing by layer
metal	wire length, um	share of wire (%)	global-route usage [%]	up-vias
met4	0	0	0.704	0
li1	-	-	-	117
met3	15	2.5	0.455	0
met2	202	34	2.41	6
met1	371	63	2.84	107
met5	0	0	0	-
## through the flow
stage	cell area, um^2	hold WS (ns)	util (%)	std cells	worst slack (ns)
after floorplan	344	0.0861	-	30	0.779
after global placement	452	0.510	13.2	81	0.277
after detailed placement	452	0.513	13.2	81	0.241
after CTS	474	0.263	13.9	84	0.487
after global routing	474	0.260	13.9	84	0.464
final	474	0.267	13.9	84	0.482
## placed cells by master, fill, tap and decap left out
cell and instances:
dfrtp_1 4, nor2_1 1, mux2i_1 1, nand2_1 2, clkdlybuf4s50_1 5, o21ai_1 1
or2_1 1, xnor2_1 1, a21oi_1 1, or3b_1 1, inv_1 1, o21a_1 1
nand4b_1 1, and2_1 1, clkbuf_4 3, dlxtn_1 7, nand2b_1 2, mux2_1 4
## final timing paths
check	startpoint	endpoint	cells after the start
min reg2reg	pres_state[2]$_DFFE_PP0P_	pres_state[2]$_DFFE_PP0P_	1
max in group asynchronous	reset	pres_state[1]$_DFFE_PP0P_	2
min	reset	pres_state[2]$_DFFE_PP0P_	2
max	start	pres_state[3]$_DFFE_PP0P_	2
max reg2reg	pres_state[0]$_DFFE_PP0P_	pres_state[0]$_DFFE_PP0P_	1
min in group clk0	pres_state[2]$_DFFE_PP0P_	pres_state[2]$_DFFE_PP0P_	1
## state kept, by name (all words and copies together) (netlist names)
| signal | cells |
|---|---|
| Y | 1 |
| R | 1 |
| next_state | 4 |
| G | 1 |
| pres_state | 4 |
Power and IR drop assume default switching activity.
